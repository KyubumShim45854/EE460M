$ cat flow/design.v
`timescale 1ns / 1ps
module SevSeg(
    input [3:0]in,
    output [6:0]segment
    );
    reg [6:0]segData;
    assign segment=segData;
always@(*) begin    
    case (in) 
        4'b0000: segData=7'b0000001;
        4'b0001: segData=7'b1001111;
        4'b0010: segData=7'b0010010;
        4'b0011: segData=7'b0000110;
        4'b0100: segData=7'b1001100;
        4'b0101: segData=7'b0100100;
        4'b0110: segData=7'b0100000;
        4'b0111: segData=7'b0001111;
        4'b1000: segData=7'b0000000;
        4'b1001: segData=7'b0000100;
        4'b1010: segData=7'b1110111;
        default: segData=7'b0000001;
    endcase
 end       
endmodule
`timescale 1ns / 1ps
module SevSegDisplay(
    input [15:0] inVal,
    input reset, clk,altIn,
    output reg [3:0] an,  
    output reg [6:0] seg  
    );
    wire slow_clk;
    clkdiv cl (clk, reset, slow_clk);
    reg [15:0] sw=0;
    reg[3:0] binaryVal[3:0];
    reg [3:0]underBar= 4'b1010; 
    reg [2:0]anOrder;  
    reg [2:0] nextOrder;
   wire [6:0] data0;
   wire [6:0] data1;
   wire [6:0] data2;
   wire [6:0] data3;
   always@(inVal) begin
        binaryVal[0]=inVal/1000;
        binaryVal[1]=(inVal/100)%10;
        binaryVal[2]=(inVal/10)%10;
        binaryVal[3]=inVal%10;
    end   
   always @ (posedge slow_clk) begin
        anOrder<=nextOrder;     
        if(altIn)   sw[15:0]={binaryVal[1],binaryVal[2],4'b1010,binaryVal[3]};
        else        sw={binaryVal[0],binaryVal[1],binaryVal[2],binaryVal[3]};
    end
    SevSeg bcd0(sw[15:12], data0);
   SevSeg bcd1(sw[11:8], data1);
   SevSeg bcd2(sw[7:4], data2);
   SevSeg bcd3(sw[3:0], data3);   
    always @(*) begin
        case (anOrder)
            3'b000: begin
                an=4'b0111; 
                seg<=data0;
                if (reset)  nextOrder=3'b111;
                else        nextOrder= 3'b001;
                end
            3'b001: begin
                an=4'b1011;  
                seg<=data1;
                if (reset)  nextOrder=3'b111;
                else        nextOrder=3'b010;
                end
             3'b010: begin
                an=4'b1101; 
                seg<=data2;
                if (reset)  nextOrder=3'b111;
                else        nextOrder=3'b011;
                end
            3'b011: begin
                an=4'b1110;  
                seg<=data3;
                if(reset)   nextOrder=3'b111;
                else        nextOrder=3'b000;
                end               
            3'b111: begin
                an=4'b1111;  
                if (reset)  nextOrder=3'b111;
                else        nextOrder=3'b000;
                end
            default: begin
                nextOrder=3'b000;
            end
        endcase
    end
endmodule
`timescale 1ns / 1ps
module clkdiv(
    input clk,
    input reset,
    output slow_clk
    );
    reg [3:0] count;  
    assign slow_clk=~count[2];   
    initial  count = 3'b000;
    always @ (posedge clk) begin
       if (reset) count<=3'b000;  
        else if(count==3'b101) count<=3'b001;
        else count<=count+3'b001;
    end
endmodule
$ cat flow/run.sh
#!/bin/bash
# OpenROAD 26Q1-2900-gdf79404cd8, Yosys 0.63+post, stock flow scripts
make -C /OpenROAD-flow-scripts/flow DESIGN_CONFIG=/design/flow/config.mk WORK_HOME=/design/flow/orfs finish
$ cat flow/config.mk
export PLATFORM = sky130hd
export DESIGN_NAME = SevSegDisplay
export DESIGN_NICKNAME = SevSegDisplay
export VERILOG_FILES = /design/flow/design.v
export SDC_FILE = /design/flow/constraint.sdc
export NUM_CORES = 4
export LEC_CHECK = 1
export CORE_UTILIZATION = 50
$ cat flow/constraint.sdc
current_design SevSegDisplay

set clk_period 1.9
set clk_io_pct 0.2

create_clock -name clk0 -period $clk_period [get_ports {clk}]

set non_clock_inputs [all_inputs -no_clocks]
set_input_delay [expr $clk_period * $clk_io_pct] -clock clk0 $non_clock_inputs
set_output_delay [expr $clk_period * $clk_io_pct] -clock clk0 [all_outputs]
==> flow_summary.html <==
<!-- implementation run metrics -->
<table>
<tr><th>Metric</th><th>Value</th></tr>
<tr><th colspan="2">Clock tree</th></tr>
<tr><td>Post-cts hold buffer count</td><td>0</td></tr>
<tr><td>Buffer levels on the longest clock path</td><td>2</td></tr>
<tr><td>Clock transition at the registers of the reported paths</td><td>around 30 ps</td></tr>
<tr><td>TritonCTS clock tree</td><td>yes</td></tr>
<tr><td>Root buffer selected by CTS</td><td>sky130_fd_sc_hd__clkbuf_16</td></tr>
<tr><td>Quantity of gates resized following cts</td><td>0</td></tr>
<tr><td>Post-CTS Repair Setup Buffers</td><td>0</td></tr>
<tr><td>Later-pin clock latency in the skew report</td><td>230 ps</td></tr>
<tr><td>Deepest level of the CTS H-tree</td><td>1</td></tr>
<tr><td>Inserted Clock Buffers</td><td>3</td></tr>
<tr><th colspan="2">STA</th></tr>
<tr><td>Worst rel slew slack</td><td>0.391</td></tr>
<tr><td>Hold slack final</td><td>494 ps</td></tr>
<tr><td>Slack of the critical path</td><td>roughly 800 ps</td></tr>
<tr><td>Maximum achievable frequency</td><td>909 MHz</td></tr>
<tr><td>Final worst path period need</td><td>1100 ps</td></tr>
<tr><td>Count of endpoints without a timing constraint</td><td>41</td></tr>
<tr><td>Final Skew</td><td>1.05 ps</td></tr>
<tr><td>Period utilization</td><td>0.579</td></tr>
<tr><td>RSZ-0062 raised after global routing</td><td>no</td></tr>
<tr><td>Final setup viols</td><td>0</td></tr>
<tr><td>Final hold vios</td><td>0</td></tr>
<tr><td>Measured slew at the worst slew-check pin</td><td>907 ps</td></tr>
<tr><td>Count of unclocked register or latch pins</td><td>30</td></tr>
<tr><td>Count of pins over their slew limit</td><td>0</td></tr>
<tr><td>Final sum of negative setup slack</td><td>0 ps</td></tr>
<tr><th colspan="2">Layout</th></tr>
<tr><td>Highest-count logic cell in the final layout</td><td>sky130_fd_sc_hd__nand2_1</td></tr>
<tr><td>Most frequently placed logic cells in the final layout</td><td>sky130_fd_sc_hd__nand2_1, sky130_fd_sc_hd__nor2_1, sky130_fd_sc_hd__a21oi_1</td></tr>
<tr><td>Share of cells above drive strength 1</td><td>0.0748</td></tr>
<tr><td>Fillers</td><td>2,154</td></tr>
<tr><td>Layout overhead on the synthesized area</td><td>4.01%</td></tr>
<tr><td>Count of non-filler cells in the finished layout</td><td>1,853</td></tr>
<tr><th colspan="2">Power</th></tr>
<tr><td>Pwr Density</td><td>1200 nW/um^2</td></tr>
<tr><td>Total power</td><td>13.4 mW</td></tr>
<tr><td>Leakage component of the power</td><td>4.10 nW</td></tr>
<tr><td>Largest vdd supply drop</td><td>1490 uV</td></tr>
<tr><th colspan="2">Yosys</th></tr>
<tr><td>Count of instantiated cells in the yosys netlist</td><td>1,630</td></tr>
<tr><td>Unique cell types</td><td>121</td></tr>
<tr><td>Number of synthesized flops with an enable pin</td><td>0</td></tr>
<tr><td>Top_reg_cell synth</td><td>sky130_fd_sc_hd__dfxtp_1</td></tr>
<tr><td>Yosys warns</td><td>4</td></tr>
<tr><td>Synthesized instance count</td><td>1,630</td></tr>
<tr><td>Summed instance area of the synthesized netlist</td><td>10,700 sq um</td></tr>
<tr><td>Chip area line of the yosys report</td><td>10,700 sq um</td></tr>
<tr><td>FFs w/ async S/R, synth</td><td>0</td></tr>
<tr><td>Number of synthesized register bits</td><td>34</td></tr>
<tr><td>Post-Syn Area per Cell</td><td>6.56 sq um</td></tr>
<tr><th colspan="2">Floorplanning</th></tr>
<tr><td>Initial cell density of the core</td><td>0.509</td></tr>
<tr><td>Core ar.</td><td>~21,000 sq um</td></tr>
<tr><td>DIE HEIGHT</td><td>148 um</td></tr>
<tr><td>Area enclosed by the die boundary</td><td>22,000 sq um</td></tr>
<tr><td>Number of primary I/O pins</td><td>30</td></tr>
<tr><td>Row cnt</td><td>roughly 53</td></tr>
<tr><td>Die outline width</td><td>around 150 um</td></tr>
<tr><th colspan="2">Global routing</th></tr>
<tr><td>Maximum number of pins on one net before global-route repair</td><td>41</td></tr>
<tr><td>Number of global-route vias before repair</td><td>between 10,000 and 15,000</td></tr>
<tr><td>Remaining Overflow, GRT</td><td>0</td></tr>
<tr><td>Initial antenna violation count</td><td>0</td></tr>
<tr><td>Global-route wire length before repair</td><td>51,600 um</td></tr>
<tr><td>All-Layer GR Usage</td><td>0.283</td></tr>
<tr><th colspan="2">Drt</th></tr>
<tr><td>Antenna diodes</td><td>0</td></tr>
<tr><td>DRT antenna net count</td><td>0</td></tr>
<tr><td>Number of iterations in the first detailed-routing pass</td><td>6</td></tr>
<tr><td>Via count</td><td>between 10,000 and 15,000</td></tr>
<tr><td>Aggregate routed wire length</td><td>roughly 30,000 um</td></tr>
<tr><td>Wire per inst</td><td>16.6 um</td></tr>
<tr><td>Violation tally from detailed-route iteration zero</td><td>792</td></tr>
<tr><td>DRC</td><td>0</td></tr>
<tr><td>Number of vias per cell after detailed routing</td><td>around 6.4</td></tr>
<tr><th colspan="2">Placement</th></tr>
<tr><td>Placement-stage worst setup slack</td><td>753 ps</td></tr>
<tr><td>IO buf count</td><td>29</td></tr>
<tr><td>Gpl congestion</td><td>0.941</td></tr>
<tr><td>Final HPWL from detailed placement</td><td>23,500 um</td></tr>
<tr><td>Total placed cells including tap cells</td><td>around 1,900</td></tr>
<tr><th colspan="2">Min path</th></tr>
<tr><td>Worst min-delay path class</td><td>reg2reg</td></tr>
<tr><th colspan="2">Critical path</th></tr>
<tr><td>Element type at the critical path start</td><td>register</td></tr>
<tr><td>Crit path DAT</td><td>around 1300 ps</td></tr>
<tr><td>Worst-path maximum fanout</td><td>3</td></tr>
<tr><td>Required time at the worst-slack endpoint</td><td>just over 2000 ps</td></tr>
<tr><td>WS Path Type</td><td>reg2reg</td></tr>
<tr><td>Critical Path End Type</td><td>register</td></tr>
<tr><th colspan="2">Run</th></tr>
<tr><td>Max-cap violation count</td><td>0</td></tr>
<tr><td>Number of warnings in the stage logs</td><td>approximately 46</td></tr>
<tr><th colspan="2">Outcome</th></tr>
<tr><td>Status</td><td>complete, no violations</td></tr>
</table>
[cells by family (layout without fill, tap and decap cells)]
family,Yosys count,in the layout,synth area share
DFF,23,23,0.0431
AOI/OAI and AO/OA,581,581,0.382
xor gates and xnor gates,93,93,0.0796
and+or+nand+nor,658,658,0.312
buffers and inverters,167,115,0.0642
latches,11,11,0.0154
adders and majority gates,50,50,0.0552
muxes,47,47,0.0484
[worst paths after layout]
kind         slack, ps         from  depth (start not counted)           to
max                800  cl.count[1]                          4  cl.count[2]
min                490  cl.count[0]                          1  cl.count[0]
max reg2reg        800  cl.count[1]                          4  cl.count[2]
min reg2reg        490  cl.count[0]                          1  cl.count[0]
[cell usage after synthesis, drive strengths merged, types with 10 or more instances]
cell / instances / area [sq um]
o22ai: 20 / 131
a31oi: 25 / 156
nand2: 170 / 646
o31ai: 18 / 154
inv: 57 / 214
o21ai: 114 / 578
nor4: 20 / 131
a211o: 15 / 131
a221oi: 12 / 123
nand4: 19 / 131
a32oi: 12 / 105
and2: 24 / 150
o211ai: 36 / 294
dfxtp: 23 / 460
xnor2: 79 / 714
a211oi: 28 / 220
or3: 17 / 106
a311oi: 10 / 87.6
ha: 35 / 438
a21oi: 131 / 667
nor3: 72 / 382
dlxtn: 11 / 165
mux2i: 31 / 323
nand3: 64 / 325
and3: 18 / 113
or2: 27 / 169
o21a: 18 / 135
mux2: 15 / 173
xor2: 13 / 114
buf: 34 / 188
a21o: 17 / 128
nor2: 150 / 609
maj3: 15 / 153
nor2b: 21 / 131
clkbuf: 74 / 278
nand2b: 17 / 106
[state kept, by name, indices dropped and copies added, names as in the netlist]
signal / count
sw: 16
an: 4
seg: 7
cl.count: 4
anOrder: 3
[stage by stage]
step	utilization	cell area (sq um)
finish	0.529	11100
global route	0.529	11100
CTS	0.529	11100
detailed placement	0.526	11000
global placement	0.526	11000
floorplan	-	10700
[layout make-up]
| type | count | area, sq um | share of cell area |
|---|---|---|---|
| Sequential cell | 34 | 626 | 0.0562 |
| Inverter | 59 | 221 | 0.0199 |
| Multi-Input combinational cell | 1429 | 9390 | 0.844 |
| Tap cell | 275 | 344 | 0.0309 |
| Timing Repair Buffer | 53 | 470 | 0.0423 |
| Clock buffer | 3 | 75.1 | 0.00675 |
[power by group]
group | internal (mW) | switching (mW) | leakage, nW | total, mW
combinational | 5.03 | 7.83 | 3.78 | 12.9
clock | 0.269 | 0.0610 | 0.0370 | 0.330
sequential | 0.185 | 0.0219 | 0.281 | 0.207
total | 5.48 | 7.91 | 4.10 | 13.4
[worst max-delay path: stages (launching register included)]
cell                      delay (ps)
sky130_fd_sc_hd__dfxtp_1         340
sky130_fd_sc_hd__inv_1            50
sky130_fd_sc_hd__ha_1            210
sky130_fd_sc_hd__a211o_1         300
sky130_fd_sc_hd__a21oi_1         130
[metal layers]
layer / global-route usage / part of all wire
met1: 0.426 / 0.48
met2: 0.456 / 0.46
met3: 0.0138 / 0.049
met4: 0.0428 / 0.012
met5: 0 / 0
Power and IR drop assume default switching activity.
