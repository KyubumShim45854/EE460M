--- design.v ---
`timescale 1ns / 1ps
module StepCount(
        input lightClk, reset, start, startCount,
        output [15:0]stepCount
    );
    reg [15:0] count=0;
    assign stepCount=count;
always@(posedge lightClk) begin
    if (!start||reset||!startCount) count=0;
    else begin 
        count=count+1;
    end
end
endmodule
--- constraint.sdc ---
current_design StepCount

set clk_period 2.1
set clk_io_pct 0.2

create_clock -name clk0 -period $clk_period [get_ports {lightClk}]

set non_clock_inputs [all_inputs -no_clocks]
set_input_delay [expr $clk_period * $clk_io_pct] -clock clk0 $non_clock_inputs
set_output_delay [expr $clk_period * $clk_io_pct] -clock clk0 [all_outputs]
--- run.sh ---
#!/bin/bash
# OpenROAD 26Q1-2900-gdf79404cd8, Yosys 0.63+post, stock flow scripts
make -C /OpenROAD-flow-scripts/flow DESIGN_CONFIG=/design/flow/config.mk WORK_HOME=/design/flow/orfs finish
--- config.mk ---
export PLATFORM = sky130hd
export DESIGN_NAME = StepCount
export DESIGN_NICKNAME = StepCount
export VERILOG_FILES = /design/flow/design.v
export SDC_FILE = /design/flow/constraint.sdc
export NUM_CORES = 4
export LEC_CHECK = 1
export CORE_AREA = 10 10 70 70
export DIE_AREA = 0 0 80 80
==> notes.md <==
run results: outcome finished, final reports clean, register share after synthesis about 46%, Hold Path Class flip-flop to flip-flop, clock transition at the registers of the reported paths 0.09 ns, Mapped Avg Cell Area between 9 and 10 um2, Hold Path Stages 1, synth warn 1, skew final between 0.004 and 0.005 ns, Logic pwr share around 2.4%, # DRC 0, logic area 364 um2, io pins 20, FP Core Util about 21%, Lkg Pwr around 0.28 nW, register-to-register setup slack 0.59 ns, distinct lib cells 20, CP arrival ~1.3 ns, max_slew headroom roughly three fifths, drt wl/cell ~11 um, CTS HTree Levels 1, largest net degree at the start of global routing 17, height of the die around 80 um, largest delay contributor family on the critical path buffers and inverters, number of fill cells approximately 360, Hold Crit Start count[0], Max Root-Sink Buffers 2, Total GRT Usage 4.95%, buffers and inverters on the worst path 1, initial DRC count 23, GRT overflow 0, Crit path depth 1, # Cells Yosys between 70 and 80, CP max-delay cell clkdlybuf4s50_1, Hold Buf Count CTS 0, share of layout cells above drive strength 1 12.1%, Fmax achieved 593 MHz, Vias/cell about 4.0, critical path class flip-flop to output port, startpoint types flip-flop, critical path cell sequence clkdlybuf4s50_1, worst flop-to-flop path startpoint count[0], TritonCTS sink count 16, final setup fails 0, Syn Inst Count 77, routability cong. just over 0.8, Final min period about 1.7 ns, flip-flop and latch area 320 um2, Place WS about 0.43 ns, crit path from count[2], Reg2Reg Depth 5, Vias approximately 580, Worst-Margin Slew roughly 0.61 ns, number of cell rows 21, TritonCTS Buffers 3, Log Warnings 25, part of the power in registers 58.9%, cell area after synthesis between 700 and 800 um2, TritonCTS clock tree built, Routed Antenna Nets 0, CP endpoint kind output port, Yosys reg bits 16, maximum VDD drop between 0.00015 and 0.0002 V, Pwr per Cell Area 527 mW/mm2, number of flip-flops in the largest register 16, Clock power frac 38.7%, Pre-Repair DR Iteration Count 4, CTS root buf clkbuf_4, Late-Pin Clk Latency 0.28 ns, placed wire-length estimate ~1200 um, final cycle utilization of the critical path approximately four fifths, Worst Path Required between 1.5 and 2 ns, diode count 0, slowest stage delay, CP approximately 0.52 ns, yosys stat area between 700 and 800 um2, Die ar. between 0.006 and 0.007 mm2, Cells after DPL between 100 and 150, Post-CTS Setup Inserts 0, Max-cap violations 0, initial antenna violation count 0, Layout area overhead 39.9%, Routed WL around 1600 um, endpoints failing hold 0, Slew Limit Fails 0, die width approximately 80 um, post-route insts no fill about 150, vias in the first global route around 530, sw frac 19.5%, RSZ-0062 raised after global routing no, first-pass GRT wire length 2570 um, switching power total 0.101 mW, internal cell power about 0.42 mW, setup TNS 0 ns, Port Buf Inserts 19, PostCTS Resize Cnt 0, CP Max Fanout 6, setup ws final 0.413 ns, Core ar. 0.00342 mm2
==> layout make-up <==
type | instances | share of cell area [%]
multi-input cells | 56 | 37.0
repair buffers | 19 | 19.3
flip-flops and latches | 16 | 32.6
well taps | 46 | 5.85
clock buffers | 4 | 3.69
inverters | 4 | 1.53
==> through the flow <==
step | instance area (um2) | power [mW] | utilization (%) | hold slack [ns]
after floorplan | 703 | 0.316 | - | 0.430
after CTS | 983 | 0.524 | 28.8 | 0.511
after global routing | 983 | 0.542 | 28.8 | 0.533
after global placement | 947 | 0.325 | 27.7 | 0.465
final | 983 | 0.519 | 28.8 | 0.502
after detailed placement | 947 | 0.325 | 27.7 | 0.479
==> per-layer routing <==
metal  global-route usage (%)  share of wire, %  vias to the layer above
li1                         -                 -                      306
met1                     6.80                48                      256
met2                     6.42                39                       19
met3                     2.95                11                        2
met4                     1.06               1.1                        0
met5                        0                 0                        -
==> cells in the final DEF (no fill, tap or decap) <==
| master | count |
|---|---|
| nor3_1 | 3 |
| a31o_2 | 1 |
| inv_1 | 4 |
| clkbuf_4 | 3 |
| nand3b_1 | 1 |
| nor3_2 | 1 |
| or3_1 | 2 |
| nand2_1 | 4 |
| xnor2_1 | 9 |
| nand3_2 | 1 |
| clkbuf_8 | 1 |
| clkdlybuf4s50_1 | 19 |
| nand3_1 | 4 |
| nor2_1 | 15 |
| nand4_1 | 2 |
| a21oi_1 | 3 |
| ha_1 | 1 |
| nand4_2 | 2 |
| xor2_1 | 2 |
| o21ai_0 | 2 |
| nor4_2 | 3 |
| dfxtp_1 | 16 |
==> cell usage after synthesis <==
library cell | instances | share of area (%)
a31o_2 | 1 | 1.2
nand3b_1 | 1 | 1.1
nor3_2 | 1 | 1.4
o21ai_0 | 2 | 1.4
xnor2_1 | 9 | 11
xor2_1 | 2 | 2.5
nor2_1 | 15 | 8.0
or3_1 | 2 | 1.8
nand2_1 | 4 | 2.1
nor3_1 | 3 | 2.1
inv_1 | 4 | 2.1
nand3_1 | 4 | 2.8
nand4_1 | 2 | 1.8
nand3_2 | 1 | 1.4
nor4_2 | 3 | 5.3
dfxtp_1 | 16 | 46
a21oi_1 | 3 | 2.1
ha_1 | 1 | 1.8
clkbuf_1 | 1 | 0.53
nand4_2 | 2 | 3.6
==> logic make-up (layout without fill, tap and decap cells) <==
| group | Yosys count | in the layout | synth area share [%] |
|---|---|---|---|
| and+or+nand+nor | 38 | 38 | 31.5 |
| xor gates and xnor gates | 11 | 11 | 13.7 |
| DFF | 16 | 16 | 45.6 |
| adders and majority gates | 1 | 1 | 1.78 |
| AOI/OAI and AO/OA | 6 | 6 | 4.80 |
| buffers and inverters | 5 | 27 | 2.67 |
==> power groups by stage <==
| stage | logic (mW) | registers, mW | clock network (mW) |
|---|---|---|---|
| after CTS | 0.0126 | 0.306 | 0.206 |
| after global routing | 0.0139 | 0.306 | 0.222 |
| final | 0.0126 | 0.305 | 0.200 |
==> path summary, 6_finish.rpt <==
path / end
setup / recovery: stepCount[2]
hold / removal: count[0]
hold reg to reg: count[0]
setup reg to reg: count[14]
No activity file was given, so power comes from the tool's default toggle rates.
