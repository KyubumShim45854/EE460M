File: /design/flow/design.v
`timescale 1ns / 1ps
module SpeedChecker(
    input [9:0] ppm,
    input secondClk, reset, start,
    output [15:0] speedCheck
    );
    reg [15:0] speedCheckPass=0;
    reg [4:0] currentTime=0;
    reg check=0;
    assign speedCheck=speedCheckPass;
    always @(posedge secondClk) begin
        if (reset) begin 
            currentTime<=0;
            speedCheckPass<=0;
        end
        else if(!start) begin
            currentTime<=currentTime;
            speedCheckPass<=speedCheckPass;
        end
        else begin 
            if(currentTime<10) begin          
                if((ppm>=33)&&(speedCheckPass<9)) begin
                    speedCheckPass<=speedCheckPass+1;
                end
                else speedCheckPass<=speedCheckPass;
               currentTime<=currentTime+1;
            end
    end
end
endmodule
File: /design/flow/run.sh
#!/bin/bash
# OpenROAD 26Q1-2900-gdf79404cd8, Yosys 0.63+post, stock flow scripts
make -C /OpenROAD-flow-scripts/flow DESIGN_CONFIG=/design/flow/config.mk WORK_HOME=/design/flow/orfs finish
File: /design/flow/config.mk
export PLATFORM = sky130hd
export DESIGN_NAME = SpeedChecker
export DESIGN_NICKNAME = SpeedChecker
export VERILOG_FILES = /design/flow/design.v
export SDC_FILE = /design/flow/constraint.sdc
export NUM_CORES = 4
export LEC_CHECK = 1
export CORE_AREA = 10 10 75 75
export DIE_AREA = 0 0 85 85
File: /design/flow/constraint.sdc
current_design SpeedChecker

set clk_period 2.6
set clk_io_pct 0.2

create_clock -name clk0 -period $clk_period [get_ports {secondClk}]

set non_clock_inputs [all_inputs -no_clocks]
set_input_delay [expr $clk_period * $clk_io_pct] -clock clk0 $non_clock_inputs
set_output_delay [expr $clk_period * $clk_io_pct] -clock clk0 [all_outputs]
==> impl_metrics.xml <==
<?xml version="1.0" encoding="UTF-8"?>
<metrics>
  <group name="hold_path">
    <metric name="holdCritPathClass" unit="">reg -&gt; reg</metric>
    <metric name="hold_path_depth" unit="">2</metric>
  </group>
  <group name="power">
    <metric name="intPower" unit="uW">471</metric>
    <metric name="static_power_due_to_leakage" unit="nW">0.425</metric>
    <metric name="powerDensity" unit="nW/um^2">514</metric>
    <metric name="report.power.total" unit="uW">598</metric>
    <metric name="power_switching" unit="uW">126</metric>
    <metric name="vdd_drop_max" unit="mV">0.228</metric>
    <metric name="power.share.combinational" unit="%">9.2</metric>
    <metric name="clkPwrFrac" unit="%">34.6</metric>
    <metric name="p_sw_share" unit="%">21.2</metric>
    <metric name="p_seq_share" unit="%">56.2</metric>
  </group>
  <group name="final_timing">
    <metric name="post-route-period-util" unit="%">75.0</metric>
    <metric name="worst_pin_slew" unit="ns">0.761</metric>
    <metric name="achievable-frequency" unit="MHz">512</metric>
    <metric name="post-route-worst-setup-slack" unit="ns">0.649</metric>
    <metric name="final-max-slew-violation-count" unit="">0</metric>
    <metric name="skew" unit="ns">0.00120</metric>
    <metric name="finish_stage_setup_viols" unit="">0</metric>
    <metric name="final_hold_viol_count" unit="">0</metric>
    <metric name="setup_total_negative_slack" unit="ns">0</metric>
    <metric name="timing.final.crit_period" unit="ns">1.95</metric>
    <metric name="grt_setup_unrepaired" unit="">no</metric>
    <metric name="timing.slew.headroom" unit="%">49.1</metric>
  </group>
  <group name="worst_setup_path">
    <metric name="worstPathBufferInverterCount" unit="">1</metric>
    <metric name="critPathArrivalTime" unit="ns">2.07</metric>
    <metric name="crit_slowest_cell" unit="">sky130_fd_sc_hd__or4_1</metric>
    <metric name="worst-endpoint-required" unit="ns">2.72</metric>
    <metric name="path_delay_family" unit="">simple AND/OR/NAND/NOR gates</metric>
    <metric name="slowest_delay" unit="ns">0.56</metric>
    <metric name="start_kind" unit="">input pin</metric>
    <metric name="critical_path.cell_chain" unit="">clkdlybuf4s50_1 &gt; or4_1 &gt; o21ai_2 &gt; a2111oi_4 &gt; a41oi_1 &gt; nor2_1</metric>
    <metric name="worstSetupPathType" unit="">in -&gt; reg</metric>
    <metric name="timing.critical_path.depth" unit="">6</metric>
    <metric name="worst_setup_path_end_kind" unit="">flip-flop</metric>
    <metric name="r2r_cells" unit="">7</metric>
    <metric name="cp_max_fo" unit="">5</metric>
  </group>
  <group name="placed_design">
    <metric name="gp_congestion" unit="">0.790</metric>
    <metric name="buffer_ports.inserted" unit="">28</metric>
    <metric name="placement.setup.worst_slack" unit="ns">0.370</metric>
    <metric name="detailed_place.area" unit="um^2">1120</metric>
    <metric name="hpwl" unit="um">1410</metric>
  </group>
  <group name="cts">
    <metric name="post_cts_resized" unit="">0</metric>
    <metric name="clk_pin_slew_worst_paths" unit="ns">0.07</metric>
    <metric name="holdBufCountCts" unit="">0</metric>
    <metric name="clock_tree.root_cell" unit="">sky130_fd_sc_hd__clkbuf_8</metric>
    <metric name="clock_tree.buffer_depth" unit="">2</metric>
    <metric name="tritoncts" unit="">built</metric>
    <metric name="cts_setup_buffers" unit="">0</metric>
    <metric name="worst_skew_pair.late_latency" unit="ns">0.25</metric>
    <metric name="cts_max_level" unit="">1</metric>
    <metric name="cts_made_buffers" unit="">3</metric>
    <metric name="cts.sinks" unit="">21</metric>
  </group>
  <group name="route">
    <metric name="highest_layer" unit="">met4</metric>
    <metric name="num_antenna_cells" unit="">0</metric>
    <metric name="post-route-drc-count" unit="">0</metric>
    <metric name="routed_wl" unit="um">1800</metric>
    <metric name="detailroute.wirelength.met3" unit="um">167</metric>
    <metric name="dr_total_vias" unit="">603</metric>
    <metric name="dr_wl_met2" unit="um">829</metric>
    <metric name="wl_met1" unit="um">783</metric>
    <metric name="post_drt_via_cell_ratio" unit="">3.89</metric>
    <metric name="drt-wirelength-per-cell" unit="um">11.6</metric>
    <metric name="detailedRoute.firstPassIterationCount" unit="">4</metric>
    <metric name="detailedRoute.firstIterationViolations" unit="">39</metric>
    <metric name="antenna_violating_nets_post_route" unit="">0</metric>
  </group>
  <group name="floorplan">
    <metric name="dieHeight" unit="um">85</metric>
    <metric name="fp.dieArea" unit="um^2">7230</metric>
    <metric name="die_width" unit="um">85</metric>
    <metric name="rows" unit="">23</metric>
    <metric name="coreArea" unit="um^2">4060</metric>
    <metric name="io_pins" unit="">29</metric>
    <metric name="initCoreUtil" unit="%">19.3</metric>
  </group>
  <group name="synthesis">
    <metric name="synth_dominant_cell_count" unit="">sky130_fd_sc_hd__dfxtp_1</metric>
    <metric name="common_cells" unit="">21 x sky130_fd_sc_hd__dfxtp_1, 14 x sky130_fd_sc_hd__nor2b_1, 6 x sky130_fd_sc_hd__nor2_1, 4 x sky130_fd_sc_hd__inv_1, 4 x sky130_fd_sc_hd__nand2_1</metric>
    <metric name="yosys-stat-area" unit="um^2">783</metric>
    <metric name="postSynthSeqShare" unit="%">53.7</metric>
    <metric name="synth.yosys.num_cells" unit="">75</metric>
    <metric name="post_synth_main_area_contributors" unit="">sky130_fd_sc_hd__dfxtp_1 54%, sky130_fd_sc_hd__nor2b_1 11%, sky130_fd_sc_hd__ha_1 4.8%</metric>
    <metric name="synth_area_per_cell" unit="um^2">10.4</metric>
    <metric name="enable_flop_cells" unit="">0</metric>
    <metric name="synth-seq-cells" unit="">21</metric>
    <metric name="netlist_instances" unit="">75</metric>
    <metric name="synth_cell_types" unit="">23</metric>
    <metric name="synth_top_flop_cell" unit="">sky130_fd_sc_hd__dfxtp_1</metric>
    <metric name="synth.top_cell.area_share" unit="%">53.7</metric>
    <metric name="postSynth.asyncResetShare" unit="%">0</metric>
    <metric name="synth_top_cell_by_area" unit="">sky130_fd_sc_hd__dfxtp_1</metric>
    <metric name="yosysWarnings" unit="">1</metric>
    <metric name="post_synth_instance_area" unit="um^2">783</metric>
  </group>
  <group name="global_route">
    <metric name="first_global_vias" unit="">630</metric>
    <metric name="global_route_total_overflow" unit="">0</metric>
    <metric name="track_usage" unit="%">5.13</metric>
    <metric name="grt_max_degree" unit="">22</metric>
    <metric name="initial_antenna_violation_count" unit="">0</metric>
    <metric name="grt_pass1_wl" unit="um">3170</metric>
  </group>
  <group name="final_layout">
    <metric name="fin_area" unit="um^2">1160</metric>
    <metric name="final-seq-area" unit="um^2">420</metric>
    <metric name="num-fill-cells" unit="">406</metric>
    <metric name="logic_area" unit="um^2">340</metric>
    <metric name="syn_to_final_growth" unit="%">48.6</metric>
    <metric name="drive_above_1_share" unit="%">5.71</metric>
    <metric name="final_core_utilization" unit="%">28.7</metric>
  </group>
  <group name="flow_run">
    <metric name="timing.max_cap.violations" unit="">0</metric>
    <metric name="openroad_warnings" unit="">26</metric>
  </group>
  <group name="status">
    <metric name="status" unit="">complete, no violations</metric>
  </group>
</metrics>
==> placed cells by master (no fill, tap or decap), drive strengths merged <==
cell,Yosys,routed
a2111oi,1,1
a21o,1,1
a21oi,2,2
a41oi,2,2
and3b,1,1
clkbuf,2,4
clkdlybuf4s50,0,28
dfxtp,21,21
ha,3,3
inv,4,4
mux2i,1,1
nand2,4,4
nand3,1,1
nand3b,1,1
nor2,6,6
nor2b,14,14
nor4,4,4
o21ai,3,3
or4,1,1
xnor2,2,2
xor2,1,1
==> cells by family (layout without fill, tap and decap cells) <==
| logic type | Yosys count | count (layout) | synth area share (%) |
|---|---|---|---|
| compound gates | 9 | 9 | 10.4 |
| buf+inv | 6 | 36 | 2.88 |
| fa+ha+maj | 3 | 3 | 4.79 |
| simple gates | 32 | 32 | 23.6 |
| xor+xnor | 3 | 3 | 3.36 |
| flops | 21 | 21 | 53.7 |
| mux | 1 | 1 | 1.28 |
==> power by group through the flow <==
stage,clock network (mW),logic [mW],registers [mW]
finish,0.207,0.0549,0.336
CTS,0.214,0.0560,0.336
global route,0.228,0.0624,0.337
==> worst min-delay path, stage by stage (launching register included) <==
cell and delay, ns:
sky130_fd_sc_hd__dfxtp_1 0.32, sky130_fd_sc_hd__a41oi_1 0.04, sky130_fd_sc_hd__nor2_1 0.07
==> routing by layer <==
| layer | up-vias | track usage [%] |
|---|---|---|
| li1 | 314 | - |
| met1 | 271 | 5.97 |
| met2 | 16 | 8.45 |
| met3 | 2 | 2.70 |
| met4 | 0 | 0.599 |
| met5 | - | 0 |
==> sequential cells by signal, indices dropped and copies added (netlist names) <==
| signal | flops |
|---|---|
| currentTime | 5 |
| speedCheckPass | 16 |
==> layout make-up <==
cell class | count | area share [%]
Clock buffer | 4 | 3.87
Sequential cell | 21 | 36.1
Timing Repair Buffer | 28 | 24.1
Multi-Input combinational cell | 48 | 29.2
Tap cell | 50 | 5.38
Inverter | 4 | 1.29
==> per-stage QoR <==
step           instances  hold WS (ns)
2_1_floorplan         75         0.434
3_3_place_gp         151         0.447
3_5_place_dp         151         0.456
4_1_cts              155         0.475
5_1_grt              155         0.499
6_report             155         0.469
==> worst paths after layout <==
kind | startpoint | to | slack (ns)
worst min register to register | currentTime[3] | currentTime[3] | 0.47
worst min-delay path | currentTime[3] | currentTime[3] | 0.47
worst max-delay path | ppm[2] | speedCheckPass[3] | 0.65
worst max register to register | speedCheckPass[0] | speedCheckPass[1] | 0.92
Power is estimated from default activity; no workload was simulated.
